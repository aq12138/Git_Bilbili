## design/flow/constraint.sdc

```tcl
current_design rst_generate_module

set clk_period 2.4
set clk_io_pct 0.2

create_clock -name clk0 -period $clk_period [get_ports {i_clk}]

set non_clock_inputs [all_inputs -no_clocks]
set_input_delay [expr $clk_period * $clk_io_pct] -clock clk0 $non_clock_inputs
set_output_delay [expr $clk_period * $clk_io_pct] -clock clk0 [all_outputs]
```

## design/flow/config.mk

```make
export PLATFORM = sky130hd
export DESIGN_NAME = rst_generate_module
export DESIGN_NICKNAME = rst_generate_module
export VERILOG_FILES = /design/flow/design.v
export SDC_FILE = /design/flow/constraint.sdc
export NUM_CORES = 4
export LEC_CHECK = 1
export CORE_AREA = 10 10 70 70
export DIE_AREA = 0 0 80 80
```

## design/flow/design.v

```verilog
module arsf_module(
	input 	i_sysclk 	,
	input 	i_sysrst_n  ,
	output   o_rst_n     
);
reg r_rst_1b,r_rst_2b;
assign o_rst_n = r_rst_2b;
always@(posedge i_sysclk or negedge i_sysrst_n)
begin
	if(!i_sysrst_n) begin
		r_rst_1b <= 1'b0;
		r_rst_2b <= 1'b0;
	end else begin
		r_rst_1b <= 1'b1;
		r_rst_2b <= r_rst_1b;
	end
end
endmodule
module sync_f2s_module(
	input  i_clk_a ,
	input  i_a     ,
	input  i_clk_b ,
	output o_b     
);
reg r_a1,r_a2,r_a3,r_a4;
wire w_a;
assign w_a = i_a | r_a1 | r_a2 ;
always@(posedge i_clk_a)
begin
	r_a1 <= i_a;
	r_a2 <= r_a1;
	r_a3 <= r_a2;
	r_a4 <= r_a3;
end
reg r_b1,r_b2;
assign o_b = r_b2;
always@(posedge i_clk_b)
begin
	r_b1 <= w_a;
	r_b2 <= r_b1;
end
endmodule
module sync_s2f_module(
	input  i_clk_a ,
	input  i_a     ,
	input  i_clk_b ,
	output o_b     
);
(*ASYNC_REG = "true"*)
reg r_b1,r_b2;
assign o_b = r_b2;
always@(posedge i_clk_b)
begin
	r_b1 <= i_a;
	r_b2 <= r_b1;
end
endmodule
module signal_delay_1b#(
	parameter P_WIDTH = 1
)
(
	input						i_sysclk			,
	input	[P_WIDTH - 1 :0]	i_signal			,
	output  [P_WIDTH - 1 :0]    o_signal   
);
reg [P_WIDTH - 1 :0]		r_signal ;
assign 		o_signal   = r_signal   ;
always@(posedge i_sysclk)
	r_signal <= i_signal;
endmodule
module signal_delay_2b#(
	parameter P_WIDTH = 1
)
(
	input						i_sysclk			,
	input	[P_WIDTH - 1 :0]	i_signal			,
	output  [P_WIDTH - 1 :0]    o_signal   
);
reg [P_WIDTH - 1 :0]			r_signal 	;
reg [P_WIDTH - 1 :0]        	r_signal_2b ;
assign 		o_signal   = r_signal_2b   ;
always@(posedge i_sysclk)
	r_signal <= i_signal;
always@(posedge i_sysclk)
	r_signal_2b <= r_signal;
endmodule
module signal_negedge
(
	input 		i_sysclk	,
	input		i_sysrst	,
	input 		i_signal    ,
	output      o_negedge
);
reg r_signal = 0  ;
assign o_negedge = (~i_signal & r_signal);
always@(posedge i_sysclk,posedge i_sysrst)
	if(i_sysrst)
		r_signal <= 'd0;
	else 	
		r_signal <= i_signal;
endmodule
module signal_posedge
(
	input 		i_sysclk	,
	input		i_sysrst	,
	input 		i_signal    ,
	output      o_posedge
);
reg r_signal  ;
assign o_posedge = ~r_signal & i_signal;
always@(posedge i_sysclk,posedge i_sysrst)
	r_signal <= i_sysrst ? 0 : i_signal ;
endmodule
module equal_chenck#(
	parameter 					P_WIDTH = 1		
)				
(				
	input 						i_sysclk		,
	input  [P_WIDTH - 1 :0 ]	i_data1			,
	input  [P_WIDTH - 1 :0 ]    i_data2		    ,
	input						i_en 		    ,
	output reg	   				o_error		
);
always@(posedge i_sysclk)
	if(i_en)
		o_error <= (i_data1 != i_data2) ? 'd1 : 'd0;
	else 
		o_error <= 'd0;
endmodule
module count_module#(
	parameter 		P_COUNT_WIDTH = 16
)(		
	input 							i_sysclk		,
	input							i_rst 			,
	input 							i_signal		,
	output [P_COUNT_WIDTH - 1 : 0]	o_count		
);
reg [16:0] r_count;
assign o_count = r_count	;
always@(posedge i_sysclk or posedge i_rst)
	if(i_rst)
		r_count <= 'd0;
	else if(i_signal)
		r_count <= r_count + 1'b1;
	else 
		r_count <= r_count;
endmodule
module tie_module(
	input 	i_clk_a			,
	input   i_rst_a			,
	input   i_a_req			,
	input	i_clk_b			,
	input   i_rst_b         ,
	output	o_b_req
);
reg  r_a_req = 0			;
wire w_b_areq				;
reg  r_b_areq=0				;
wire w_b_req                ;
assign w_b_req = ~r_b_areq & w_b_areq;
assign o_b_req = w_b_req;
always@(posedge i_clk_a)
	if(i_rst_a)
		r_a_req <= 'd0;
	else if(i_a_req)
		r_a_req <= 'd1;
	else 
		r_a_req <= r_a_req;
sync_s2f_module sync_s2f_module_u0(
	.i_clk_a 		(i_clk_a	),
	.i_a     		(r_a_req	),
	.i_clk_b 		(i_clk_b	),
	.o_b     		(w_b_areq	)
);
always@(posedge i_clk_b)
	r_b_areq <= i_rst_b ? 'd0 : w_b_areq;
endmodule
module tie2_module#(
	parameter P_F2S_WAIT_COUNT = 0
)(
	input 	i_clk_a			,
	input   i_rst_a			,
	input   i_a_req			,
	input	i_clk_b			,
	input   i_rst_b         ,
	output	o_b_req
);
reg  r_a_req = 0			;
wire w_b_areq				;
reg  r_b_areq=0				;
wire w_b_req                ;
reg [7:0] r_wait_cnt;
assign w_b_req = ~r_b_areq & w_b_areq;
assign o_b_req = w_b_req;
always@(posedge i_clk_a)
	if(i_rst_a || (r_wait_cnt && (r_wait_cnt == P_F2S_WAIT_COUNT * 3)))
		r_a_req <= 'd0;
	else if(i_a_req)
		r_a_req <= 'd1;
	else 
		r_a_req <= r_a_req;
always@(posedge i_clk_a)
	if(i_rst_a)
		r_wait_cnt <= 'd0;
	else if(i_a_req)
		r_wait_cnt <= 'd1;
	else if(r_wait_cnt)
		r_wait_cnt <= r_wait_cnt + 1;
	else 
		r_wait_cnt <= r_wait_cnt	;
sync_s2f_module sync_s2f_module_u0(
	.i_clk_a 		(i_clk_a	),
	.i_a     		(r_a_req	),
	.i_clk_b 		(i_clk_b	),
	.o_b     		(w_b_areq	)
);
always@(posedge i_clk_b)
	r_b_areq <= i_rst_b ? 'd0 : w_b_areq;
endmodule
module sync_tie_module#(
	parameter P_F2S_NUMBER = 0  
)(
	input 	i_clk_a			,
	input   i_rst_a			,
	input   i_signal_a		,
	output  o_busy			,
	input	i_clk_b			,
	input   i_rst_b         ,
	output	o_signal_b
);
wire w_signal_a_pos			;
wire w_1_signal_a_pos		;
wire w_b_req				;
reg  r_b_req=0				;
reg  r_b_signal=0  			;
assign o_signal_b = r_b_signal;
wire w_a_req                ;
reg  r_a_signal=0				;
reg  r_a_status=0  			;
reg r_busy=0;
assign o_busy = r_busy		;
signal_posedge signal_posedge_u0
(
	.i_sysclk	(i_clk_a		),
	.i_signal   (r_a_signal		),
	.o_posedge	(w_signal_a_pos	)	
);
signal_posedge signal_posedge_u1
(
	.i_sysclk	(i_clk_a		),
	.i_signal   (i_signal_a		),
	.o_posedge	(w_1_signal_a_pos	)	
);
tie_module tie_module_u0(
	.i_clk_a	(i_clk_a		),
	.i_rst_a	(i_rst_a|w_a_req),
	.i_a_req	(w_signal_a_pos	),
	.i_clk_b	(i_clk_b		),
	.i_rst_b    (i_rst_b 		),
	.o_b_req    (w_b_req		)  
);
tie2_module#(
	.P_F2S_WAIT_COUNT(P_F2S_NUMBER)
)
tie2_module_u1
(
	.i_clk_a	(i_clk_b		),
	.i_rst_a	(i_rst_b|w_b_req),
	.i_a_req	(r_b_req		),
	.i_clk_b	(i_clk_a		),
	.i_rst_b    (i_rst_a		),
	.o_b_req    (w_a_req		)  
);
always@(posedge i_clk_b)
	r_b_req <= w_b_req;
always@(posedge i_clk_b)
	r_b_signal <= w_b_req ? r_a_signal : 'd0;
always@(posedge i_clk_a)
	if(i_rst_a || w_a_req)
		r_a_status <= 'd0;
	else if(w_1_signal_a_pos)
		r_a_status <= 'd1;
	else 
		r_a_status <= r_a_status;
always@(posedge i_clk_a)
	r_a_signal <= r_a_status ? r_a_signal : i_signal_a;
always@(posedge i_clk_a)
	if(w_a_req)
		r_busy <= 'd1;
	else 
		r_busy <= 'd0;
endmodule
module rst_generate_module#(
	parameter P_RST_COUNT = 10	
)(
	input 	i_clk	,
	output  o_rst   
);
reg [7:0] r_cnt='d0;
reg r_rst=1;
assign o_rst = ~r_rst;
always@(posedge i_clk)
	if(r_cnt < P_RST_COUNT)
		r_cnt <= r_cnt + 1;
	else 
		r_cnt <= r_cnt;
always@(posedge i_clk)
	if(r_cnt <= P_RST_COUNT - 1)
		r_rst <= 'd0;
	else 
		r_rst <= 'd1;
endmodule
module clk_div_module#(
	parameter P_CLK_CNT = 1000		
)(
	input 	i_sysclk	,
	input   i_sysrst	,
	output	o_divclk	 
);
localparam P_CNT_WIDTH = 16;
reg  [P_CNT_WIDTH - 1 : 0]	r_cnt = 0 			;
reg  r_clk									;
assign o_divclk = r_clk						;
always@(posedge i_sysclk,posedge i_sysrst)
	if(i_sysrst)
		r_cnt <= {P_CNT_WIDTH{1'b0}};
	else if(r_cnt == (P_CLK_CNT >> 1) - 1)
		r_cnt <= {P_CNT_WIDTH{1'b0}};
	else
		r_cnt <= r_cnt + 1; 
always@(posedge i_sysclk,posedge i_sysrst)
	if(i_sysrst)
		r_clk <= 'd0;
	else if(r_cnt == (P_CLK_CNT >> 1) - 1)
		r_clk <= ~r_clk;
	else 
		r_clk <= r_clk;
endmodule
module Mux_8_module#(
	parameter					P_SIGNAL_WIDTH = 1
)(
	input      [2 :0]						i_ch_sel			,
	input      [P_SIGNAL_WIDTH - 1:0]		i_in_signal_1		,
	input      [P_SIGNAL_WIDTH - 1:0]		i_in_signal_2		,
	input      [P_SIGNAL_WIDTH - 1:0]		i_in_signal_3		,
	input      [P_SIGNAL_WIDTH - 1:0]		i_in_signal_4		,
	input      [P_SIGNAL_WIDTH - 1:0]		i_in_signal_5		,
	input      [P_SIGNAL_WIDTH - 1:0]		i_in_signal_6		,
	input      [P_SIGNAL_WIDTH - 1:0]		i_in_signal_7		,
	input      [P_SIGNAL_WIDTH - 1:0]		i_in_signal_8		,
	output reg [P_SIGNAL_WIDTH - 1:0]		o_out_signal	 
);
always@(*)
	case(i_ch_sel)
		0			: o_out_signal = i_in_signal_1;
		1			: o_out_signal = i_in_signal_2;
		2			: o_out_signal = i_in_signal_3;
		3			: o_out_signal = i_in_signal_4;
		4			: o_out_signal = i_in_signal_5;
		5			: o_out_signal = i_in_signal_6;
		6			: o_out_signal = i_in_signal_7;
		7			: o_out_signal = i_in_signal_8;
		default		: o_out_signal = i_in_signal_1;
	endcase
endmodule
module Mux_F_8_module#(
	parameter					P_SIGNAL_WIDTH = 1
)(
	input      [2 :0]						i_ch_sel			,
	input      [P_SIGNAL_WIDTH - 1:0]		i_in_signal			,
	output reg [P_SIGNAL_WIDTH - 1:0]		o_out_signal_1	 	,
	output reg [P_SIGNAL_WIDTH - 1:0]		o_out_signal_2	 	,
	output reg [P_SIGNAL_WIDTH - 1:0]		o_out_signal_3	 	,
	output reg [P_SIGNAL_WIDTH - 1:0]		o_out_signal_4	 	,
	output reg [P_SIGNAL_WIDTH - 1:0]		o_out_signal_5	 	,
	output reg [P_SIGNAL_WIDTH - 1:0]		o_out_signal_6	 	,
	output reg [P_SIGNAL_WIDTH - 1:0]		o_out_signal_7	 	,
	output reg [P_SIGNAL_WIDTH - 1:0]		o_out_signal_8	 	
);
always@(*)
	case(i_ch_sel)
		0			:begin
			o_out_signal_1 = i_in_signal;o_out_signal_2 = 0;o_out_signal_3 = 0;o_out_signal_4 = 0;
			o_out_signal_5 = 0;o_out_signal_6 = 0;o_out_signal_7 = 0;o_out_signal_8 = 0;
		end
		1			:begin
			o_out_signal_1 = 0;o_out_signal_2 = i_in_signal;o_out_signal_3 = 0;o_out_signal_4 = 0;
			o_out_signal_5 = 0;o_out_signal_6 = 0;o_out_signal_7 = 0;o_out_signal_8 = 0;
		end 
		2			:begin
			o_out_signal_1 = 0;o_out_signal_2 = 0;o_out_signal_3 = i_in_signal;o_out_signal_4 = 0;
			o_out_signal_5 = 0;o_out_signal_6 = 0;o_out_signal_7 = 0;o_out_signal_8 = 0;
		end 
		3			:begin
			o_out_signal_1 = 0;o_out_signal_2 = 0;o_out_signal_3 = 0;o_out_signal_4 = i_in_signal;
			o_out_signal_5 = 0;o_out_signal_6 = 0;o_out_signal_7 = 0;o_out_signal_8 = 0;
		end 
		4			:begin
			o_out_signal_1 = 0;o_out_signal_2 = 0;o_out_signal_3 = 0;o_out_signal_4 = 0;
			o_out_signal_5 = i_in_signal;o_out_signal_6 = 0;o_out_signal_7 = 0;o_out_signal_8 = 0;
		end 
		5			:begin
			o_out_signal_1 = 0;o_out_signal_2 = 0;o_out_signal_3 = 0;o_out_signal_4 = 0;
			o_out_signal_5 = 0;o_out_signal_6 = i_in_signal;o_out_signal_7 = 0;o_out_signal_8 = 0;
		end 
		6			:begin
			o_out_signal_1 = 0;o_out_signal_2 = 0;o_out_signal_3 = 0;o_out_signal_4 = 0;
			o_out_signal_5 = 0;o_out_signal_6 = 0;o_out_signal_7 = i_in_signal;o_out_signal_8 = 0;
		end 
		7			:begin
			o_out_signal_1 = 0;o_out_signal_2 = 0;o_out_signal_3 = 0;o_out_signal_4 = 0;
			o_out_signal_5 = 0;o_out_signal_6 = 0;o_out_signal_7 = 0;o_out_signal_8 = i_in_signal;
		end 
		default		:begin
			o_out_signal_1 = 0;o_out_signal_2 = 0;o_out_signal_3 = 0;o_out_signal_4 = 0;
			o_out_signal_5 = 0;o_out_signal_6 = 0;o_out_signal_7 = 0;o_out_signal_8 = 0;
		end 
	endcase
endmodule
```

## design/flow/run.sh

```bash
#!/bin/bash
# OpenROAD 26Q1-2900-gdf79404cd8, Yosys 0.63+post, stock flow scripts
make -C /OpenROAD-flow-scripts/flow DESIGN_CONFIG=/design/flow/config.mk WORK_HOME=/design/flow/orfs finish
```

==> results.yml <==
# generated from flow reports
setup_path:
  slowest_stage: "edfxtp_1"
  cp_cell_sequence: "nor4_1, nand2_1, a21oi_1, buf_4"
  arrival_ps: 1740
  cp-end-kind: "register"
  start_kind: "register"
  slowest_delay_ps: 450
  crit_type: "register to register"
  crit_fanout: 5
  crit_required_ps: 2370
global_route:
  grt_max_degree: 6
  grt_pass1_vias: 234
  grt_pass1_wl_um: 1000
  overflow: 0
  grt_antenna_before_repair: 0
  track_usage: 0.0187
clock_network:
  cts.sinks: 9
  hold_buffers: 0
  cts_tree: "done"
  insertion_delay_ps: 250
  cts_buffers: 3
  post_cts_buffers: 0
  cts.clk_slew.worst_paths_ps: 60
  clockRootBuffer: "clkbuf_4"
  cts_buffer_depth: 2
  cts_htree_levels: 1
  cts_resized: 0
min_path:
  hold_path.class: "register to register"
final_timing:
  post-route-min-period_ps: 1770
  tns_ps: 0
  drv_slew: 0
  timing.hold.ws_ps: 582
  max-slew-margin-rel: 0.676
  hold_viol: 0
  min_period_over_period: 0.739
  skew_ps: 3.62
  worst_slew_pin_slew_ps: 486
  fmax_mhz: 564
  grt_setup_unrepaired: "no"
  setup_violations: 0
routing:
  via_per_inst: 2.95
  dr.pass1.iters: 3
  wl_um: 590
  drt_iter0_markers: 16
  routedWlPerCell_um: 6.86
  drc: 0
  ant_nets: 0
  vias: 254
  antennaDiodeCount: 0
placed_design:
  dp.cells: 82
  place.gp.congestion: 0.767
  dp_hpwl_um: 413
  portBuffers: 1
synth:
  ys_cells: 34
  synth_cell_types: 15
  yosys_warnings: 1
  ys_seq_frac: 0.598
  synth.cell_area_um2: 435
  syn-instance-count: 34
  yosysChipArea_um2: 435
  ys.flops: 9
  syn_area_per_cell_um2: 12.8
power_and_ir_drop:
  power_density_nw_per_um2: 524
  power_leakage_nw: 0.222
  peakVddDrop_uv: 340
die:
  ios: 2
  initCoreUtil: 0.127
  die_x_um: 80
  die_y_um: 80
  num_rows: 21
  die_area_um2: 6400
  core-area_um2: 3420
cells_and_area:
  comb_area_um2: 164
  fillers: 387
  synthToLayoutAreaGrowth_pct: 23.3
  regArea_um2: 260
  final_cells: 86
  post-route-util: 0.157
  drive_above_1_share: 0.150
status:
  status: "completed"
job:
  tool_warnings: 27
  cap_viol_max_count: 0
[where the power goes]
part	switching (mW)	total [mW]	internal (mW)
Clock	0.0495	0.113	0.0639
Combinational	0	0.000000105	0
Sequential	0	0.168	0.168
Total	0.0495	0.281	0.232
[worst paths after layout]
check / start / end / slack, ps / cells after the start
setup / recovery: r_cnt[4]$_DFFE_PN_ / r_cnt[2]$_DFFE_PN_ / 630 / 4
hold / removal: r_cnt[3]$_DFFE_PN_ / r_rst$_DFF_P_ / 580 / 1
setup reg to reg: r_cnt[4]$_DFFE_PN_ / r_cnt[2]$_DFFE_PN_ / 630 / 4
hold reg to reg: r_cnt[3]$_DFFE_PN_ / r_rst$_DFF_P_ / 580 / 1
[cells in the final DEF, fill, tap and decap left out]
| cell type | Yosys | routed |
|---|---|---|
| edfxtp_1 | 8 | 8 |
| xor2_1 | 4 | 4 |
| inv_1 | 3 | 3 |
| nand2_1 | 3 | 3 |
| ha_1 | 3 | 3 |
| clkbuf_4 | 0 | 3 |
| nand3_1 | 2 | 2 |
| xnor2_1 | 2 | 2 |
| nor2_1 | 2 | 2 |
| nand3_2 | 1 | 1 |
| nor3_2 | 1 | 1 |
| and3_1 | 1 | 1 |
| nor4_1 | 1 | 1 |
| a21o_1 | 1 | 1 |
| a21oi_1 | 1 | 1 |
| clkbuf_1 | 0 | 1 |
| clkdlybuf4s50_1 | 0 | 1 |
| buf_4 | 0 | 1 |
| dfxtp_1 | 1 | 1 |
[registers in the layout, summed over array words and instances, names as in the netlist]
register,count
r_cnt,8
r_rst,1
[per-layer routing]
layer,share of wire,up-vias,track usage
li1,-,129,-
met1,0.52,122,0.0227
met2,0.43,1,0.0265
met3,0.036,2,0.0125
met4,0.014,0,0.00528
met5,0,-,0
[cell type report]
| class | instances | share of cell area |
|---|---|---|
| clock buffers | 4 | 0.0490 |
| well taps | 46 | 0.107 |
| inverters | 3 | 0.0210 |
| multi-input cells | 22 | 0.305 |
| repair buffers | 2 | 0.0326 |
| flip-flops and latches | 9 | 0.485 |
[logic make-up after synthesis]
| group | after synthesis | share of synthesized area |
|---|---|---|
| xor gates and xnor gates | 6 | 0.121 |
| adders and majority gates | 3 | 0.0862 |
| and+or+nand+nor | 11 | 0.141 |
| AOI/OAI and AO/OA | 2 | 0.0287 |
| buffers and inverters | 3 | 0.0259 |
| DFF | 9 | 0.598 |
[metrics by stage]
| stage | area [um^2] | total power [mW] | setup WS [ps] |
|---|---|---|---|
| 3_5_place_dp | 510 | 0.171 | 663 |
| 3_3_place_gp | 510 | 0.171 | 641 |
| 6_report | 537 | 0.281 | 626 |
| 4_1_cts | 537 | 0.285 | 631 |
| 2_1_floorplan | 435 | 0.171 | 781 |
| 5_1_grt | 537 | 0.294 | 510 |
[Yosys cell counts]
cell	count	share of area
edfxtp_1	8	0.55
xor2_1	4	0.080
ha_1	3	0.086
inv_1	3	0.026
nand2_1	3	0.026
nand3_1	2	0.023
nor2_1	2	0.017
xnor2_1	2	0.040
a21o_1	1	0.017
a21oi_1	1	0.011
and3_1	1	0.014
dfxtp_1	1	0.046
nand3_2	1	0.023
nor3_2	1	0.023
nor4_1	1	0.014
[critical path, delay by kind of cell (launching register included)]
kind | cells | cell delay, ps
flip-flops | 1 | 450
AND/OR/NAND/NOR | 2 | 410
AND-OR/OR-AND | 1 | 400
buffers and inverters | 1 | 230
Power and IR drop assume default switching activity.
